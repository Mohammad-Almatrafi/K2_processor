`/design/flow/design.v`:
```
module modN_clk #(
    parameter n = 100
) (
    input clk,
    input en,
    input rst_n,
    output logic clk_out
);
  localparam N = n;
  localparam width = $clog2(N);
  logic [width-1:0] count;
  modN_counter #(
      .n(N)
  ) q (
      .clk(clk),
      .rst_n(rst_n),
      .en(en),
      .q(count)
  );
  always @(posedge clk, negedge rst_n) begin
    if (~rst_n) begin
      clk_out <= 1'b0;
    end else begin
      if (count == 0) begin
        clk_out = ~clk_out;
      end
    end
  end
endmodule
module modN_counter #(
    parameter n = 100
) (
    clk,
    rst_n,
    en,
    q
);
  localparam N = n;
  localparam width = $clog2(N);
  input clk, rst_n, en;
  output logic [width-1:0] q;
  always @(posedge clk, negedge rst_n) begin
    if (~rst_n) q <= 0;
    else begin
      if (q == N) q <= 0;
      else if (en) q <= q + 1;
    end
  end
endmodule
```
`/design/flow/run.sh`:
```
#!/bin/bash
# OpenROAD 26Q1-2900-gdf79404cd8, Yosys 0.63+post, stock flow scripts
make -C /OpenROAD-flow-scripts/flow DESIGN_CONFIG=/design/flow/config.mk WORK_HOME=/design/flow/orfs finish
```
`/design/flow/config.mk`:
```
export PLATFORM = sky130hd
export DESIGN_NAME = modN_clk
export DESIGN_NICKNAME = modN_clk
export VERILOG_FILES = /design/flow/design.v
export SDC_FILE = /design/flow/constraint.sdc
export NUM_CORES = 4
export LEC_CHECK = 1
export CORE_AREA = 10 10 70 70
export DIE_AREA = 0 0 80 80
```
`/design/flow/constraint.sdc`:
```
current_design modN_clk

set clk_period 2.7
set clk_io_pct 0.2

create_clock -name clk0 -period $clk_period [get_ports {clk}]

set non_clock_inputs [all_inputs -no_clocks]
set_input_delay [expr $clk_period * $clk_io_pct] -clock clk0 $non_clock_inputs
set_output_delay [expr $clk_period * $clk_io_pct] -clock clk0 [all_outputs]
```
==> qor.yml <==
layout:
  design_area_um2: 532
  final_layout_size_suffix_gt1_share_pct: 15.9
  synthToLayoutAreaGrowth_pct: 26.1
  fin_cells: 90
cts:
  clkSlewWorstSetupHoldPaths_ps: 50
  cts_root_buf: "clkbuf_4"
  cts_tree: "built"
  cts_max_path_buffers: 2
  htreeDepth: 1
  clkSinkCount: 8
  hold_buffers: 0
  clk_latency_ps: 250
  post_cts_resized: 0
  post_cts_buffers: 0
  cts_buffers: 3
critical_path:
  critPathKind: "flip-flop to flip-flop"
  reg2reg_from: "q.q[0]"
  critical_path.max_stage_delay_ps: 420
  r2r_cells: 5
  cp_max_fo: 4
  path_cells: "inv_1, ha_1, or3b_4, o21bai_2, mux2_1"
  cp_slowest_cell: "dfrtp_1"
  cp.depth: 5
  critPathTopFamily: "flip-flops"
  cp.arrival_ps: 1770
  start_kind: "flip-flop"
  end_kind: "flip-flop"
  crit_required_ps: 2830
  rrSetupSlack_ps: 1060
  crit_start: "q.q[0]"
  crit_end: "q.q[1]"
  crit_buf_inv: 1
  r2r-end: "q.q[1]"
logic_synthesis:
  top_cell_area_share_pct: 47.5
  yosysTopAreaCell: "dfrtp_1"
  synth_cell_types: 18
  netlist_area_um2: 422
  yosys-stat-area_um2: 422
  ys_ff: 8
  synth.most_common_cell: "dfrtp_1"
  syn_inst: 38
  synthArstFlopShare_pct: 100
  ys_cells: 38
  synth-seq-area-share_pct: 47.5
  avgSynthCellArea_um2: 11.1
  yosys_most_used_dff: "dfrtp_1"
  edf_count: 0
  area_leaders: "dfrtp_1 47%, xnor2_1 6.2%, ha_1 5.9%, nor4_4 5.0%, xor2_1 4.2%"
  common_cells: "8 x dfrtp_1, 4 x nor2_1, 3 x xnor2_1"
  yosys_warnings: 2
final_timing:
  drv_slew: 0
  worst_pin_slew_ps: 365
  fin_ws_ps: 1060
  clock.fmax_ghz: 0.611
  finClkSkew_ps: 2.37
  setup_tns_ps: 0
  setup_violations: 0
  maxSlewHeadroom_pct: 75.6
  rsz0062_at_grt: "no"
  finalHoldViolCount: 0
  min_period_over_period_pct: 60.6
  finalCriticalPeriod_ps: 1640
place:
  dpl_cell_area_um2: 509
  pre_cts_ws_ps: 899
  io_buffers: 3
  hpwl_um: 577
  gp_congestion: 0.845
  dp_cells: 87
route:
  vias: 295
  routed_wl_um: 748
  via_per_inst: 3.28
  drt_iter0_drc: 14
  diodes: 0
  first_pass_iters: 2
  drc: 0
  routed.top_layer: "met4"
  post_drt_wl_per_cell_um: 8.31
  wl_met2_um: 272
  postRouteAntennaNets: 0
  route.met3.wl_um: 90
  wirelength_met1_um: 376
pwr:
  ir_worst_vdd_v: 0.000160
  p_per_area_nw_per_um2: 944
  p_leak_nw: 0.205
floorplan:
  core.rowCount: 21
  io-pin-count: 4
  die_area_um2: 6400
  fp-utilization_pct: 12.3
  core_area_um2: 3420
  die_h_um: 80
  die_w_um: 80
grt:
  grt-ovfl-total: 0
  grt_pass1_vias: 268
  antenna_found_initial: 0
  grt_pass1_wl_um: 1260
  grt.total_usage_pct: 2.51
  grt_max_degree: 9
run:
  openroad.warnings: 26
  maxCapViolCount: 0
status:
  status: "finished clean"
min_path:
  hold_path_class: "flip-flop to flip-flop"
## worst min-delay path by stage
stage,from,to,depth (start not counted)
global route,clk_out,clk_out,1
CTS,clk_out,clk_out,1
finish,clk_out,clk_out,1
## metal layers
metal  up-vias  global-route usage, %
met4         0                  0.176
met3         2                   2.27
met5         -                      0
met2         7                   2.81
met1       142                   3.49
li1        144                      -
## cells in the final DEF, fill, tap and decap left out
master	instances
mux2_1	1
or3b_4	1
xnor2_1	3
clkdlybuf4s50_1	3
inv_1	2
a21oi_1	2
nand4_1	1
or3_1	2
o21ai_0	2
ha_1	2
nor2_1	4
and2_1	1
nor4_4	1
nand2_1	2
xor2_1	2
nand3_1	2
o21bai_2	1
nand4_2	1
dfrtp_1	8
clkbuf_4	3
## kinds of logic (layout without fill, tap and decap cells)
family	after synthesis	in the layout	synth area share [%]
and+or+nand+nor	15	15	24.3
xor gates and xnor gates	5	5	10.4
AOI/OAI and AO/OA	5	5	7.42
muxes	1	1	2.67
DFF	8	8	47.5
buffers and inverters	2	8	1.78
adders and majority gates	2	2	5.93
## report_power, final
group,switching [mW],internal (mW)
registers,0.0824,0.178
logic,0.0613,0.0887
clock network,0.0410,0.0509
total,0.185,0.317
## registers in the layout, summed over array words and instances, names as in the netlist
signal	flops
clk_out	1
q.q	7
## area by class of cell
type	instances	area, um2
Fill cell	394	2880
Multi-Input combinational cell	28	214
Sequential cell	8	200
Tap cell	46	57.6
Timing Repair Buffer	3	30.0
Clock buffer	3	22.5
Inverter	2	7.51
## metrics by stage
step	hold slack [ps]	util [%]	total power [mW]
after floorplan	244	-	0.359
after global placement	461	14.9	0.406
final	467	15.6	0.502
after detailed placement	474	14.9	0.417
after CTS	481	15.6	0.512
after global routing	484	15.6	0.550
Power figures rest on the tool's default switching activity, not on a simulated workload.
